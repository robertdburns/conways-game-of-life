===== flow/config.mk =====
export PLATFORM = sky130hd
export DESIGN_NAME = calculator
export DESIGN_NICKNAME = calculator
export VERILOG_FILES = /design/flow/design.v
export SDC_FILE = /design/flow/constraint.sdc
export NUM_CORES = 4
export LEC_CHECK = 1
export CORE_AREA = 10 10 70 70
export DIE_AREA = 0 0 80 80

===== flow/constraint.sdc =====
current_design calculator

set clk_period 5.5
set clk_io_pct 0.2

create_clock -name clk0 -period $clk_period

set non_clock_inputs [all_inputs -no_clocks]
set_input_delay [expr $clk_period * $clk_io_pct] -clock clk0 $non_clock_inputs
set_output_delay [expr $clk_period * $clk_io_pct] -clock clk0 [all_outputs]

===== flow/design.v =====
`timescale 1ns / 1ps
module calculator(
	input logic target,
	input logic top,
	input logic top_right,
	input logic right,
	input logic bottom_right,
	input logic bottom,
	input logic bottom_left,
	input logic left,
	input logic top_left,
	output logic target_next
);
logic [2:0] count;	 
always_comb begin
	count = 0;
	if (top) count++;
	if (top_right) count++;
	if (right) count++;
	if (bottom_right) count++;
	if (bottom) count++;
	if (bottom_left) count++;
	if (left) count++;
	if (top_left) count++;
end
always_comb begin
	if (target) begin
		if (count == 2 || count == 3) target_next = 1;
		else target_next = 0;
	end else begin
		if (count == 3) target_next = 1;
		else target_next = 0;
	end
end
endmodule

===== flow/run.sh =====
#!/bin/bash
# OpenROAD 26Q1-2900-gdf79404cd8, Yosys 0.63+post, stock flow scripts
make -C /OpenROAD-flow-scripts/flow DESIGN_CONFIG=/design/flow/config.mk WORK_HOME=/design/flow/orfs finish

==> changes_impl.md <==
## Flow update

- Area grow syn2layout: 109.0%
- Gr usage total: 0.03267
- Clock Power Share: 0
- Post-place setup slack: -0.8398 ns
- Seq_cells: 0
- Rows: 21
- # Cells Yosys: 51
- P_leak: 0.3935 nW
- Required @ worst endpoint: 4.40 ns
- Peak Freq: 0.1866 GHz
- FP Util: 0.1227
- Worst vdd ir: 0.00007549 V
- FF/Latch Area: 0 um^2
- Global-route wire length before repair: 1869 um
- Max_cap viols: 0
- Cycle use final: 0.9743
- Cell count after synthesis: 51
- Fillers: 364
- Run status: complete, no violations
- Post-Syn Area: 419.2 um^2
- Initial antenna violation count: 0
- Maximum number of pins on one net before global-route repair: 8
- Layout cells sized above 1: 0.5949
- Ys Warns: 1
- Netlist cell types: 22
- Routed Antenna Nets: 0
- Core box area: 3416 um^2
- Boundary Pins: 10
- Setup Viol. Count Final: 0
- Rel. slew slack: 0.7959
- Die outline width: 80 um
- Max FO, Critical Path: 2
- DRC errors left: 0
- Max-slew violations: 0
- Port Buffers: 10
- Arr. time, crit path: 4.26 ns
- Global route overflow: 0
- Min Clock Period, post-route: 5.359 ns
- Int Power: 0.09875 mW
- Startpoint Class: input pin
- Power per cell area: 192.7 nW/um^2
- HPWL after detailed placement: 824 um
- CP endpoint kind: primary output
- DRT iter0 DRCs: 37
- Most frequently placed logic cell in the final layout: buf_4
- Setup ws final: 0.1411 ns
- Total Power: 0.1688 mW
- Routed wire length: 1124 um
- Final hold viol count: 0
- Crit path kind: input pin to primary output
- Clock buffer count: 0
- Tool warnings: 34
- DIE HEIGHT: 80 um
- Vias per std cell: 3.552
- Vias in the first global route: 444
- Switch share: 0.4150
- Chip area: 6400 um^2
- Register share after synthesis: 0
- Worst hold-check path type: input pin to primary output
- DR pass1 iterations: 3
- Top Layout Cells: buf_4, ha_4, clkdlybuf4s50_1
- NetSw: 0.07004 mW
- Sequential power share: 0
- Worst Tran Pin Value: 0.3051 ns
- Syn Area/Cell: 8.219 um^2
- Per-cell routed wire length: 8.992 um
- Ant diodes: 0
- Vias: 444
- RSZ-0062 raised after global routing: false
- Gate power share: 1.000
- GPL Wtd Cong: 0.8143
- Yosys chip area: 419.2 um^2
-- metal layers --
| metal | global-route usage | up-vias | wire (um) |
|---|---|---|---|
| li1 | - | 238 | - |
| met1 | 0.05526 | 199 | 705 |
| met2 | 0.04494 | 7 | 400 |
| met3 | 0.002273 | 0 | 19 |
| met4 | 0 | 0 | 0 |
| met5 | 0 | - | 0 |
-- what timing repair did --
item	CTS	global route
hold buffers	0	0
buffers inserted	4	2
pin swaps	13	14
endpoints found under the setup margin	1	1
resized	25	23
-- synth_stat cells --
master,count,area (um^2)
nand2_1,8,30.03
ha_1,7,87.58
inv_1,5,18.77
nand2b_1,3,18.77
o21ai_0,3,15.01
xnor2_1,3,26.28
xnor3_1,3,67.56
a21o_1,2,15.01
nor2_1,2,7.510
nor2b_1,2,12.51
xor2_1,2,17.52
a211oi_1,1,7.510
a211oi_2,1,12.51
a311o_1,1,10.01
a311oi_1,1,8.760
a31oi_1,1,6.260
buf_2,1,5.000
nand3_1,1,5.000
nor3_1,1,5.000
o21ba_1,1,10.01
o31ai_1,1,7.510
xor3_2,1,25.02
-- kinds of logic after synthesis --
| logic type | after synthesis | synth area share |
|---|---|---|
| AOI/OAI and AO/OA | 12 | 0.2209 |
| and+or+nand+nor | 17 | 0.1880 |
| buffers and inverters | 6 | 0.05671 |
| adders and majority gates | 7 | 0.2089 |
| xor gates and xnor gates | 9 | 0.3254 |
-- critical path, cell delays in order --
cell	delay [ns]
buf_6	0.09
inv_2	0.06
ha_4	0.21
xor2_2	0.15
ha_4	0.28
nor2b_4	0.04
a31oi_4	0.15
ha_4	0.22
a21o_1	0.18
ha_4	0.22
nor2b_4	0.13
nor2_4	0.04
ha_4	0.21
nand2_2	0.07
o31ai_2	0.07
ha_2	0.18
xnor3_1	0.38
a211oi_2	0.04
a311o_1	0.31
buf_2	0.11
-- stage by stage --
stage               instance area (um^2)  hold slack [ns]  setup TNS (ns)  std cells    util
floorplan                          419.2            2.376               0         51       -
global route                       875.8            3.218               0        125  0.2564
CTS                                754.5            3.103        -0.03021        125  0.2209
finish                             875.8            3.145               0        125  0.2564
detailed placement                 684.4            3.458         -0.8398        121  0.2004
global placement                   684.4            3.464         -0.8386        121  0.2004
-- path summary, 6_finish.rpt --
| check | from | slack, ns | cells after the start | endpoint |
|---|---|---|---|---|
| max | top | 0.14 | 20 | target_next |
| min | top_left | 3.15 | 5 | target_next |
-- power groups by stage --
stage	clock [mW]	combinational (mW)	sequential, mW
5_1_grt	0	0.186	0
4_1_cts	0	0.130	0
6_report	0	0.169	0
-- final cells by class --
class              instances  area, um^2  share of cell area
multi-input cells         45       554.3              0.6329
repair buffers            29       242.7              0.2771
well taps                 46       57.56             0.06571
inverters                  5       21.27             0.02429
Power and IR drop assume default switching activity.
